**run.sh**
```bash
#!/bin/bash
# OpenROAD 26Q1-2900-gdf79404cd8, Yosys 0.63+post, stock flow scripts
make -C /OpenROAD-flow-scripts/flow DESIGN_CONFIG=/design/flow/config.mk WORK_HOME=/design/flow/orfs finish
```
**config.mk**
```make
export PLATFORM = sky130hd
export DESIGN_NAME = uart
export DESIGN_NICKNAME = uart
export VERILOG_FILES = /design/flow/design.v
export SDC_FILE = /design/flow/constraint.sdc
export NUM_CORES = 4
export LEC_CHECK = 1
export CORE_AREA = 10 10 102 102
export DIE_AREA = 0 0 112 112
```
**constraint.sdc**
```tcl
current_design uart

set clk_period 2.5
set clk_io_pct 0.2

create_clock -name clk0 -period $clk_period [get_ports {clk}]

set non_clock_inputs [all_inputs -no_clocks]
set_input_delay [expr $clk_period * $clk_io_pct] -clock clk0 $non_clock_inputs
set_output_delay [expr $clk_period * $clk_io_pct] -clock clk0 [all_outputs]
```
**design.v**
```verilog
module uart
(
 clk,
 reset,
 rx,
 data,
 data_ready
 );
   parameter int divider  = 3;
   parameter int oversample = 15;
   input logic clk;
   input logic reset;
   input logic rx;
   output logic data_ready;
   output logic [7:0] data;
   logic [7:0]        shiftreg;
   logic [4:0]        bitcount;
   logic [$clog2(divider)-1:0] clk_div;
   logic                       clk_en;
   logic [$clog2(oversample)-1:0] sample_div, sample_div_n;
   logic                        sample;
   enum { IDLE, ACTIVE } state, state_n;
always_ff @(posedge clk)
  if (reset) begin
     clk_div <= 0;
     clk_en <= 0;
  end else begin
     if (clk_div == divider) begin
        clk_div <= 0;
        clk_en  <= 1;
     end else begin
        clk_div <= clk_div + 1;
        clk_en  <= 0;
     end
  end
always_comb
  if (state == IDLE)
    sample_div_n = 0;
  else if (sample_div == oversample)
    sample_div_n  = 0;
  else
    sample_div_n  = sample_div + 1;
assign sample = clk_en && (sample_div == (oversample + 1) / 2 - 1);
always_ff @(posedge clk)
  if (reset)
     sample_div <= 0;
  else if (clk_en)
    sample_div <= sample_div_n;
always_ff @(posedge clk)
  if (reset) begin
     data_ready <= 0;
     data       <= 0;
     state      <= IDLE;
  end else
    case (state)
      IDLE: begin
         data_ready <= 0;
         if (clk_en && rx == 0) begin
            state    <= ACTIVE;
            bitcount <= 0;
         end
      end
      ACTIVE:
        if (sample) begin
           if (bitcount == 0 && rx != 0)
             state <= IDLE;
           if (bitcount != 9)
             bitcount  <= bitcount + 1;
           else begin
              state      <= IDLE;
              if (rx) begin
                 data       <= shiftreg[7:0];
                 data_ready <= 1;
              end
           end
        end
     endcase
always_ff @(posedge clk)
  if (sample)
    shiftreg     <= {rx, shiftreg[7:1]};
endmodule
```
==> out/qor_table.md <==
| Item | This run |
| --- | --- |
| Vias per cell | 3.67 |
| Post-Syn Instances | 118 |
| Port bufs | 11 |
| Number of vias after detailed routing | 881 |
| Number of post-CTS setup repair buffers | 0 |
| Placement Rows | 33 |
| Total iterations of the first detailed-routing run | 4 |
| Number of storage elements in the synthesis netlist | 31 |
| Chip footprint | 0.0125 mm2 |
| DPL Wire Length | 1630 um |
| Number of maximum-capacitance violations | 0 |
| Unrepaired setup endpoints after global routing | no |
| Number of endpoints with negative hold slack in the final report | 0 |
| Crit path kind | input port to flip-flop |
| Unique cell type count in the Yosys netlist | 32 |
| Residual overflow from global routing | 0 |
| Insertion Delay late pin | 0.27 ns |
| Setup slack on the worst flop-to-flop path | 0.78 ns |
| Slew Viols, Final | 0 |
| DRT Wirelength | 2300 um |
| Total chip power | 932 uW |
| Mean instance size in the synthesized netlist | 11.6 um2 |
| Setup crit end kind | flip-flop |
| Final total negative setup slack | 0 ns |
| Least-Margin Pin Slew | 0.308 ns |
| Number of primary I/O pins | 12 |
| Number of nets with antenna violations after detailed routing | 0 |
| Horiz. Die Dim | 112 um |
| Floorplan Utilization | 0.167 |
| Worst supply voltage drop on vdd | 0.204 mV |
| Maximum clock frequency | 0.567 GHz |
| Dpl cells | 232 |
| DRC violation count after routing | 0 |
| Area added between synthesis and finish | 22.1% |
| Clock period minus worst slack | 1.76 ns |
| Number of CTS-inserted buffers | 5 |
| Minimum setup slack after placement | 0.460 ns |
| Synth warnings | 1 |
| Mapped Area | 0.00137 mm2 |
| Final setup skew | 0.00526 ns |
| # diodes | 0 |
| Power Density | 557 mW/mm2 |
| Wirelength per Cell | 9.57 um |
| Fraction of the cycle the final worst path needs | 0.706 |
| Setup slack after layout | 0.735 ns |
| Clock tree from TritonCTS | yes |
| Share of synthesized area occupied by flip-flops and latches | 0.548 |
| Root buffer cell | sky130_fd_sc_hd__clkbuf_8 |
| Critical Path AT | 1.76 ns |
| Leakage | 0.547 nW |
| Final setup violating endpoints | 0 |
| Run status | complete, no violations |
| Post-CTS Hold Buffers | 0 |
| Largest driver fanout on the critical path | 6 |
| Worst min-delay path class | flip-flop to flip-flop |
| Data required time at the worst endpoint | 2.49 ns |
| Clock Sink Count | 31 |
| GPL Wtd Cong | 0.784 |
| Number of cells in Yosys stat | 118 |
| Overall die height | 112 um |
| Maximum level of the CTS H-tree | 2 |
| First-pass GRT wire length | 3910 um |
| Area reported by Yosys stat | 0.00137 mm2 |
| Overall Global Routing Usage | 0.0362 |
| Kind of launch point of the worst setup path | input port |
| Clock transition time at the flip-flop clock pins of the worst setup and hold paths | 0.06 ns |
| Core area | 0.00822 mm2 |
| Filler cell count | 872 |
| Maximum root-to-sink buffer count | 2 |
| Initial antenna violation count | 0 |
| Pin count of the biggest net entering global routing | 26 |
| Post-route non-filler standard cell count | 240 |
| Number of warning messages in the logs | 27 |
| Slew Limit Headroom | 0.795 |
| Fraction of final layout cells with drive strength greater than 1 | 0.0889 |
| Resize count post-CTS | 0 |
| Initial detailed-routing violation count | 32 |
| Number of global-route vias before repair | 851 |
## cells by family (layout without fill, tap and decap cells)
kind of cell	after synthesis	in the layout	share of synthesized area
AND/OR/NAND/NOR	50	50	0.232
flip-flops	31	31	0.548
AND-OR/OR-AND	13	13	0.0575
multiplexers	8	8	0.0584
buffers and inverters	8	25	0.0393
adder cells (fa/ha/maj)	5	5	0.0457
XOR/XNOR	3	3	0.0192
## layer usage
layer / track usage / share of wire
met1: 0.0533 / 0.54
met2: 0.0458 / 0.37
met3: 0.0206 / 0.090
met4: 0.00423 / 0
met5: 0 / 0
## flip-flops by register name, indices dropped and copies added, names as in the netlist
signal,cells
sample_div,4
clk_en,1
data_ready,1
state,2
data,8
bitcount,5
shiftreg,8
clk_div,2
## layout make-up
cell class / instances / area (um2) / area share
sequential: 31 / 751 / 0.449
tap: 105 / 131 / 0.0785
timing repair buffer: 14 / 133 / 0.0793
clock inverter: 1 / 5.00 / 0.00299
multi-input combinational: 79 / 566 / 0.338
clock buffer: 7 / 76.3 / 0.0456
inverter: 3 / 11.3 / 0.00673
## power by group
part / internal [mW] / leakage (nW) / total, mW / switching, mW
Clock: 0.195 / 0.0422 / 0.366 / 0.171
Combinational: 0.0166 / 0.241 / 0.0306 / 0.0139
Sequential: 0.531 / 0.264 / 0.536 / 0.00570
## final timing paths
kind	from	end	cells after the start
setup / recovery	rx	bitcount[3]	5
hold / removal	clk_div[0]	clk_div[0]	1
setup reg to reg	bitcount[0]	bitcount[3]	5
hold reg to reg	clk_div[0]	clk_div[0]	1
## worst max-delay path: stages
cell	delay, ns
sky130_fd_sc_hd__clkdlybuf4s50_1	0.50
sky130_fd_sc_hd__nand2b_1	0.19
sky130_fd_sc_hd__a21oi_1	0.20
sky130_fd_sc_hd__a21boi_0	0.20
sky130_fd_sc_hd__buf_4	0.17
## through the flow
| stage | utilization | hold WS [ns] | cell area [um2] |
|---|---|---|---|
| final | 0.204 | 0.435 | 1670 |
| after floorplan | - | 0.407 | 1370 |
| after CTS | 0.204 | 0.438 | 1670 |
| after global routing | 0.204 | 0.460 | 1670 |
| after global placement | 0.194 | 0.418 | 1590 |
| after detailed placement | 0.194 | 0.425 | 1590 |
## cell usage after synthesis
cell type,count,share of area
sky130_fd_sc_hd__nor2b_1,2,0.0091
sky130_fd_sc_hd__nor2_1,6,0.016
sky130_fd_sc_hd__nand2b_1,19,0.087
sky130_fd_sc_hd__clkbuf_1,3,0.0082
sky130_fd_sc_hd__o21ai_0,1,0.0036
sky130_fd_sc_hd__or4b_1,1,0.0073
sky130_fd_sc_hd__or2b_1,1,0.0055
sky130_fd_sc_hd__a21boi_0,1,0.0055
sky130_fd_sc_hd__and2_1,1,0.0046
sky130_fd_sc_hd__nand3_1,5,0.018
sky130_fd_sc_hd__mux2i_1,8,0.058
sky130_fd_sc_hd__dfxtp_1,18,0.26
sky130_fd_sc_hd__ha_1,5,0.046
sky130_fd_sc_hd__and4_4,1,0.0082
sky130_fd_sc_hd__inv_1,3,0.0082
sky130_fd_sc_hd__nor3b_1,2,0.011
sky130_fd_sc_hd__and3b_1,1,0.0064
sky130_fd_sc_hd__a31oi_1,1,0.0046
sky130_fd_sc_hd__nor3_1,1,0.0036
sky130_fd_sc_hd__nand2_1,3,0.0082
sky130_fd_sc_hd__nand4_1,1,0.0046
sky130_fd_sc_hd__o41ai_1,1,0.0064
sky130_fd_sc_hd__edfxtp_1,13,0.28
sky130_fd_sc_hd__a21oi_1,8,0.029
sky130_fd_sc_hd__o41a_1,1,0.0082
sky130_fd_sc_hd__nand3b_1,3,0.016
sky130_fd_sc_hd__and4b_1,1,0.0073
sky130_fd_sc_hd__buf_6,1,0.0082
sky130_fd_sc_hd__and4bb_2,2,0.018
sky130_fd_sc_hd__xor2_1,2,0.013
sky130_fd_sc_hd__xnor2_1,1,0.0064
sky130_fd_sc_hd__buf_12,1,0.015
## cells in the final DEF (no fill, tap or decap), drive strengths merged, types with 5 or more instances in the layout
cell type / n
mux2i: 8
clkbuf: 7
dfxtp: 18
clkdlybuf4s50: 11
a21oi: 8
nand2b: 19
ha: 5
nor2: 6
nand3: 5
edfxtp: 13
Power and IR drop assume default switching activity.
