<file path="design.v">
module send
  (
   clk,
   reset,
   length,
   trigger,
   next,
   addr,
   done
   );
   parameter int addr_size = 8;
   input logic   clk;
   input logic   reset;
   input logic [addr_size-1:0] length;
   input logic                 trigger;
   input logic                 next;
   output logic [addr_size-1:0] addr;
   output logic                 done;
   enum {IDLE, SENDING} state;
assign done = state == IDLE;
always_ff @(posedge clk)
  if (reset) begin
     addr <= 0;
     state <= IDLE;
  end
  else begin
     case (state)
       IDLE:
         if (trigger) begin
            state <= SENDING;
            addr  <= 0;
         end
       SENDING:
         if (next) begin
            if (addr == length)
              state <= IDLE;
            else
              addr <= addr + 1;
         end
     endcase
  end
endmodule
</file>
<file path="run.sh">
#!/bin/bash
# OpenROAD 26Q1-2900-gdf79404cd8, Yosys 0.63+post, stock flow scripts
make -C /OpenROAD-flow-scripts/flow DESIGN_CONFIG=/design/flow/config.mk WORK_HOME=/design/flow/orfs finish
</file>
<file path="config.mk">
export PLATFORM = sky130hd
export DESIGN_NAME = send
export DESIGN_NICKNAME = send
export VERILOG_FILES = /design/flow/design.v
export SDC_FILE = /design/flow/constraint.sdc
export NUM_CORES = 4
export LEC_CHECK = 1
export CORE_AREA = 10 10 74 74
export DIE_AREA = 0 0 84 84
</file>
<file path="constraint.sdc">
current_design send

set clk_period 3.1
set clk_io_pct 0.2

create_clock -name clk0 -period $clk_period [get_ports {clk}]

set non_clock_inputs [all_inputs -no_clocks]
set_input_delay [expr $clk_period * $clk_io_pct] -clock clk0 $non_clock_inputs
set_output_delay [expr $clk_period * $clk_io_pct] -clock clk0 [all_outputs]
</file>
==> deck_impl_summary.md <==
Synthesis and Place & Route Summary

Clocking
  – Maximum clock insertion buffer count: 2
  – CTS sink count: 10
  – CTS buffer count: 3
  – Hold_buf cts: 0
  – Skew-Pair Late Insertion Delay: 0.23 ns
  – Clock tree from TritonCTS: done
  – Clk root buf: clkbuf_8
  – Clock transition at path regs: around 0.050 ns
  – Htree depth: 1
  – Post-CTS Setup Inserts: 0
  – Post-CTS sizing: 0

Timing
  – Setup violators final: 0
  – Final hold violation count: 0
  – Unrepaired setup endpoints after global routing: no
  – Clk_skew: 0.00220 ns
  – Setup_tns: 0 ns
  – F_max: 0.517 GHz
  – Period utilization: 62.4%
  – Slew Viols, Final: 0
  – Worst-margin pin slew: 0.718 ns
  – Fin crit period: 1.93 ns
  – Worst rel slew slack: 51.9%

Placed design
  – DP Cell Count: 143
  – Gpl congestion: 0.872
  – Buffers added on ports: 20
  – Post-DP HPWL: 1440 um

Run
  – Max cap viols: 0
  – Tool warnings: 25

Critical path
  – Max Fanout on Critical Path: 5
  – CP max stage delay: 0.47 ns
  – Slowest stage cell on the critical path: clkdlybuf4s50_1
  – Critical path type: in -> reg
  – CP delay by family, top: AND-OR/OR-AND gates
  – WP buf/inv: 1
  – Req. time, crit path: 3.20 ns
  – Startpoint Class: input port
  – Crit. End Element: flop
  – Arr. time, crit path: between 2 and 2.5 ns
  – CP Cell Sequence: clkdlybuf4s50_1, xnor2_1, nand4_1, o21ai_1, o22ai_1

Floorplanning
  – # rows: 23
  – Die area: around 0.0071 sq mm
  – Fp util: between 10% and 20%
  – Core Area: roughly 0.0040 sq mm
  – Die height: 84 um
  – I/O pin total: 21
  – Die X: 84 um

Global route
  – All-Layer GR Usage: under 10%
  – Vias in the first global route: 597
  – First-pass GRT wire length: 2920 um
  – Largest net degree at the start of global routing: 9
  – Grt ovf: 0
  – Antenna violations before repair: 0

Final layout
  – Commonest cells after routing, fill and taps aside: clkdlybuf4s50_1, nand2_1, dfxtp_1
  – Finished Layout Cells: 146
  – Share of cells above drive strength 1: 12.5%
  – Area Overhead vs Synth: 42.3%
  – FILL cells: 432
  – Most numerous logic cell after layout: clkdlybuf4s50_1

Synthesis
  – Mean Syn Cell Area: 8.88 sq um
  – Post-synthesis cell area: roughly 670 sq um
  – Instance count of the mapped netlist: 75
  – Yosys cell types: 31
  – Flops after synth: 10
  – Post-synth EDFFs: 0
  – Number of cells in Yosys stat: 75
  – Yosys synthesis warning count: 1
  – Yosys chip area: 666 sq um
  – Synth Seq Share: 30.1%
  – Ys flop type: dfxtp_1
  – Post-synth ARST share: 0%

Detailed routing
  – Residual DRC count: 0
  – Detailed Route WL: 1820 um
  – Vias per inst: 4.42
  – Total number of vias: 645
  – Post-DRT Antenna Nets: 0
  – Drt first pass iters: 4
  – # diodes: 0
  – DR iter-0 viols: roughly 60
  – Drt wl/cell: 12.4 um

Min path
  – Hold Crit Class: reg -> reg

Status
  – Status: finished clean

Power and ir drop
  – Total leakage power: 0.278 nW
  – Maximum VDD drop: 0.169 mV
  – Power Dens Cells: 333 mW/mm^2
## layout make-up
class                           instances  area, sq um  share of cell area (%)
Inverter                                3         11.3                    1.19
Sequential cell                        10          200                    21.1
Timing Repair Buffer                   20          200                    21.1
Tap cell                               50         62.6                    6.61
Multi-Input combinational cell         60          432                    45.6
Clock buffer                            3         41.3                    4.36
## kinds of logic after synthesis
logic type                 synth area share, %
and+or+nand+nor                           19.7
buffers and inverters                     5.07
muxes                                     3.20
adders and majority gates                 1.88
AOI/OAI and AO/OA                         29.5
DFF                                       30.1
xor gates and xnor gates                  10.5
## state kept, by name, summed over array words and instances, names as in the netlist
name / cells
addr: 8
state: 2
## Yosys cell counts (2+ instances only)
master	instances	area (sq um)
and4_1	2	17.5
dfxtp_1	10	200
nand2_1	13	48.8
o22ai_1	6	37.5
xnor2_1	8	70.1
inv_1	2	7.51
a21oi_1	2	10.0
o211ai_1	2	15.0
a211oi_1	3	22.5
or2_2	3	18.8
nand3_1	2	10.0
nand4_1	2	12.5
buf_6	2	22.5
## where the power goes
| group | leakage, nW | total, mW | internal, mW | switching, mW |
|---|---|---|---|---|
| Clock | 0.0216 | 0.133 | 0.0848 | 0.0482 |
| Sequential | 0.0812 | 0.136 | 0.132 | 0.00446 |
| Combinational | 0.175 | 0.0461 | 0.0255 | 0.0207 |
| Total | 0.278 | 0.315 | 0.242 | 0.0734 |
## metal layers
layer | share of wire [%] | vias up | GRT usage [%] | wire [um]
met4 | 0.28 | 0 | 0.304 | 5
met1 | 44 | 292 | 6.30 | 791
met3 | 8.8 | 2 | 2.36 | 160
met5 | 0 | - | 0 | 0
met2 | 47 | 24 | 7.53 | 858
li1 | - | 327 | - | -
## metrics by stage
step | hold slack [ns] | utilization, % | total power, mW | area (sq um) | worst slack (ns)
after global placement | 0.515 | 22.8 | 0.184 | 906 | 0.974
after global routing | 0.555 | 23.8 | 0.334 | 947 | 1.11
final | 0.518 | 23.8 | 0.315 | 947 | 1.17
after detailed placement | 0.511 | 22.8 | 0.184 | 906 | 0.967
after floorplan | 0.459 | - | 0.161 | 666 | 1.48
after CTS | 0.521 | 23.8 | 0.319 | 947 | 1.19
## worst min-delay path, delay by kind of cell (launching register included)
kind	cells	cell delay, ns
DFF	1	0.33
and+or+nand+nor	1	0.07
AOI/OAI and AO/OA	1	0.07
## path summary, 6_finish.rpt
| kind | startpoint | end | slack (ns) | cells after the start |
|---|---|---|---|---|
| worst min-delay path | addr[7]$_SDFFE_PP0P_ | addr[7]$_SDFFE_PP0P_ | 0.52 | 2 |
| worst max register to register | addr[0]$_SDFFE_PP0P_ | addr[7]$_SDFFE_PP0P_ | 1.55 | 4 |
| worst max-delay path | length[7] | addr[6]$_SDFFE_PP0P_ | 1.17 | 5 |
| worst min register to register | addr[7]$_SDFFE_PP0P_ | addr[7]$_SDFFE_PP0P_ | 0.52 | 2 |
Power is estimated from default activity; no workload was simulated.
