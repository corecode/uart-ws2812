[flow/run.sh]
#!/bin/bash
# OpenROAD 26Q1-2900-gdf79404cd8, Yosys 0.63+post, stock flow scripts
make -C /OpenROAD-flow-scripts/flow DESIGN_CONFIG=/design/flow/config.mk WORK_HOME=/design/flow/orfs finish
[flow/config.mk]
export PLATFORM = sky130hd
export DESIGN_NAME = ws2812
export DESIGN_NICKNAME = ws2812
export VERILOG_FILES = /design/flow/design.v
export SDC_FILE = /design/flow/constraint.sdc
export NUM_CORES = 4
export LEC_CHECK = 1
export CORE_AREA = 10 10 90 90
export DIE_AREA = 0 0 100 100
[flow/constraint.sdc]
current_design ws2812

set clk_period 4.3
set clk_io_pct 0.2

create_clock -name clk0 -period $clk_period [get_ports {clk}]

set non_clock_inputs [all_inputs -no_clocks]
set_input_delay [expr $clk_period * $clk_io_pct] -clock clk0 $non_clock_inputs
set_output_delay [expr $clk_period * $clk_io_pct] -clock clk0 [all_outputs]
[flow/design.v]
module ws2812
  (
   clk,
   reset,
   data,
   latch,
   next,
   bit_dout
   );
   parameter int divider = 3;
   input logic   clk;
   input logic   reset;
   input logic [7:0] data;
   input logic       latch;
   output logic      next;
   output logic      bit_dout;
   logic [7:0]       shiftreg;
   logic             next_bit;
   logic [2:0]       bitpos;
   logic [$clog2(divider)-1:0] clk_div, clk_div_n;
   logic                       clk_en;
   logic [4:0]                 bitcycle;
   logic                       next_byte_strobe;
   logic                       next_bit_strobe;
   logic                       signaled_latch;
   enum { IDLE, LOADING, TRANSMITTING, LATCHING } state;
assign clk_en = clk_div == 0;
always_comb begin
   clk_div_n    = clk_div + 1;
   if (clk_div == divider)
     clk_div_n  = 0;
end
always_ff @(posedge clk)
  if (reset)
    clk_div <= 0;
  else
    clk_div <= clk_div_n;
always_ff @(posedge clk) begin
   if (state == TRANSMITTING) begin
      if (bitcycle == 1 || bitcycle == 0)
        bit_dout <= 1;
      else
        bit_dout <= 0;
   end
   if (state == LATCHING)
     bit_dout <= 0;
end
assign next_bit = shiftreg[7];
always_ff @(posedge clk)
  if (reset)
    bitcycle <= 0;
  else
    if (clk_en) begin
       if (state == TRANSMITTING || state == LOADING) begin
          if (bitcycle == 3 || state == LOADING) begin
             if (next_bit)
               bitcycle <= 0;
             else
               bitcycle <= 1;
          end else
            bitcycle <= bitcycle + 1;
       end
       else if (state == LATCHING)
         bitcycle <= bitcycle + 1;
    end
assign next_bit_strobe = bitcycle == 2;
assign next_byte_strobe = next_bit_strobe && bitpos == 0;
always_ff @(posedge clk)
  if (reset) begin
     state        <= IDLE;
     signaled_latch <= 1;
     bitpos       <= 7;
     signaled_latch <= 0;
	 next <= 0;
  end
  else begin
     next <= 0;
     if (clk_en) begin
        if (state == IDLE || state == TRANSMITTING && next_byte_strobe) begin
           shiftreg <= data;
           bitpos   <= 7;
           if (latch) begin
              if (!signaled_latch) begin
                 state <= LATCHING;
                 next <= 1;
              end
           end else begin
              signaled_latch <= 0;
              if (state == IDLE)
                state <= LOADING;
              next    <= 1;
           end
        end
        else if (state == TRANSMITTING) begin
           if (next_bit_strobe) begin
              bitpos   <= bitpos - 1;
              shiftreg <= {shiftreg[6:0], 1'b0};
           end
        end
        else if (state == LATCHING && bitcycle == 22) begin
           state          <= IDLE;
           signaled_latch <= 1;
        end
        else if (state == LOADING)
          state <= TRANSMITTING;
     end
  end
endmodule
==> results.txt <==
Outcome = complete, no violations
TritonCTS buffer count = 3
Sink Count = 25
Syn_area_per_cell = 10.50 um2
Final WS setup = 2069 ps
Vias per cell = 4.175
Chip Width = 100 um
Die area = 0.01000 mm2
Fraction of layout cells with a size suffix above 1 = 10.85%
Worst-Margin Slew = 628.5 ps
Final Total Pwr = 504.9 uW
Hold Buf Count CTS = 0
Core area = 0.006277 mm2
Diode count = 0
Hold Path Stages = 1
Cell Type Count = 35
DRC Markers = 0
Fmax = 448.3 MHz
Pwr dens = 344.0 mW/mm2
Post-cts repair resize count = 0
Commonest Layout Cell = dfxtp_1
Worst-path clk slew = 80 ps
Largest net degree at the start of global routing = 20
Final setup fails = 0
Clock insertion delay at the later pin of the skew report = 260 ps
Root Driver = clkbuf_8
Drt initial violations = 23
TNS Setup = 0 ps
Worst path required time = 4200 ps
Static Leak = 0.0005325 uW
Max incr delay on CP = 650 ps
First-pass GRT wire length = 3.608 mm
Detailed-route via count = 860
Final WL = 2.116 mm
Max_slew headroom = 57.95%
Critical setup path kind = in2reg
Crit-path cells = clkdlybuf4s50_1, nor2_1
Tmin final = 2231 ps
HPWL Detailed = 1.611 mm
Routability cong. = 0.7404
R2R setup slack = 2260 ps
Area Overhead vs Synth = 19.45%
Hold Path Class = reg2reg
Die height = 100 um
Drt first pass iters = 4
HP Start = clk_div[0]
Post-CTS setup repair buffer count = 0
Crit-path max FO = 14
Commonest cells after routing, fill and taps aside = dfxtp_1, clkdlybuf4s50_1, a21oi_1
Worst Path Arrival = 2130 ps
Top_reg_cell synth = dfxtp_1
Register area share after synthesis = 47.25%
Yosys Instances = 117
R2r endpoint = shiftreg[1]
Worst Hold End = clk_div[0]
YS warnings = 1
Grt ovf = 0
I/O Buffers = 12
Mapped Area = 0.001229 mm2
Antenna viol nets, final = 0
FP Rows = 29
YS chip area = 0.001229 mm2
# fillers = 668
GRT Resource Usage Total = 4.221%
CTS max path bufs = 2
FF-to-FF Start = state[1]
Synth area leaders = dfxtp_1, edfxtp_1, ha_1, mux2_2, a21oi_1
TritonCTS clock tree = built
Top cell area share = 27.70%
Number of H-tree branching levels = 1
CP Capture Type = flip-flop
Final Hold Fails = 0
Vias in the first global route = 818
Synth Register Bits = 25
Number of synthesized flops with an enable pin = 8
CP Launch Type = primary input
CP bufs+invs = 1
Critical path depth = 2
Async set-reset flop share out of synthesis = 0%
Period utilization = 51.88%
Routed len/inst = 10.27 um
Slew Viols, Final = 0
Area leader, netlist = dfxtp_1
Worst vdd ir = 217.5 uV
Pre-Place Util = 19.57%
Post-synthesis cell count = 117
Ports = 13
Hold_ws = 457.7 ps
Slowest CP cell = clkdlybuf4s50_1
RSZ-0062 raised after global routing = no
Critical path's top delay family = buffers and inverters
Count of tool warnings = 30
Clock skew = 7.346 ps
Worst R2R Path Depth = 4
MaxCap Viol Count = 0
Worst slack at placement = 1785 ps
Initial antenna violation count = 0
-- metrics by stage --
stage	utilization (%)	instance area (um2)	cells
floorplan	-	1229	117
global placement	22.66	1423	202
detailed placement	22.66	1423	202
CTS	23.38	1468	206
global route	23.38	1468	206
finish	23.38	1468	206
-- synth_stat cells (2+ instances only) --
cell and number:
a21oi_1 10, a31o_2 2, a31oi_1 2, and3_1 2, clkbuf_1 3, dfxtp_1 17, edfxtp_1 8, ha_1 8
inv_1 7, mux2_2 7, nand2_1 8, nand2b_1 3, nand3_1 2, nand4_1 2, nand4b_1 2, nor2_1 7
nor3_1 2, nor3b_1 2, o21ai_0 4, o31ai_1 2, xor2_1 3
-- per-layer routing --
metal	global-route usage (%)	share of wire, %
met4	0.7609	1.7
met1	5.291	46
met2	6.570	46
met3	2.012	6.3
met5	0	0
-- flip-flops by register name (all words and copies together), names as in the netlist --
name and flops:
bitpos 3, shiftreg 8, next 1, state 4, bit_dout 1, clk_div 2
bitcycle 5, signaled_latch 1
-- power by group --
group,switching [uW],leakage [uW],internal (uW)
sequential,12.9,0.000213,266
clock,68.1,0.0000228,66.1
combinational,46.6,0.000296,45.5
-- worst reg2reg max path, stage by stage (launching register included) --
cell,delay (ps)
dfxtp_1,430
nor4b_4,390
a21o_1,280
nand2_1,70
nor2_1,510
-- cell type report --
type	count	area, um2	share of cell area [%]
tap	77	96.34	6.564
multi-input combinational	81	599.3	40.84
clock buffer	4	45.04	3.069
inverter	7	26.28	1.790
sequential	25	580.6	39.56
timing repair buffer	12	120.1	8.184
-- worst max-delay path by stage --
stage	from	slack (ps)	to
global route	reset	2010	shiftreg[1]
CTS	reset	2070	shiftreg[0]
finish	reset	2070	shiftreg[1]
-- logic make-up after synthesis --
group                      Yosys count  share of synthesized area, %
and+or+nand+nor                     37                         17.92
AOI/OAI and AO/OA                   26                         14.16
adders and majority gates            8                         8.147
buffers and inverters               11                         3.972
xor gates and xnor gates             3                         2.139
DFF                                 25                         47.25
muxes                                7                         6.416
Power and IR drop assume default switching activity.
